--- run.sh ---
#!/bin/bash
# OpenROAD 26Q1-2900-gdf79404cd8, Yosys 0.63+post, stock flow scripts
make -C /OpenROAD-flow-scripts/flow DESIGN_CONFIG=/design/flow/config.mk WORK_HOME=/design/flow/orfs finish
--- design.v ---
`timescale 1ns / 1ps
module kalkulator(
input clk,
input [0:15] keys,
output reg [7:0] data_lcd,
output reg send_lcd,
output reg [7:0] data_to_bcd,
output reg start_bcd,
input bcd_done,
input [11:0]  data_bcd,
input res
    );
 reg [7:0] set=0;  
 reg [7:0] number = 0; 
 reg [7:0] data1 = 0;
 reg [7:0] data2 = 0;
 reg [3:0] i = 0;
 reg [2:0] value = 0;
 reg [2:0] add = 0;
 reg [2:0] sub = 0;
 reg [2:0] multi = 0;
 reg [2:0] div = 0;
 reg [7:0] data1_ = 0;
 reg [7:0] data2_ = 0;
 reg [2:0] funct = 0;    
always @(posedge clk) 
begin
if (!res)
begin
 number [7:0] <= 8'b00000000; 
 data1 [7:0] <= 8'b00000000;
 data2 [7:0] <= 8'b00000000;
 i [3:0] <= 4'b0000;
 value [2:0] <= 3'b000;
 add [2:0] <= 3'b000;
 sub [2:0] <= 3'b000;
 multi [0:2] <= 3'b000;
 div [0:2] <= 3'b000;
 data1_ [7:0] <= 8'b00000000;
 data2_ [7:0] <= 8'b00000000;
 funct [2:0] <= 3'b000;
 data_lcd [7:0] <=  8'b00000000;
 send_lcd <= 0;
 data_to_bcd [7:0] <= 8'b00000000;
 start_bcd <= 0;
 set <=0;
end
else
begin
begin
case (set)
0:
begin
set<=5;
end
5:              
begin
if (keys[0]==1)      
begin
number <= 'd48;
set <= 10;
end
if (keys[1]==1)      
begin
number <= 'd49;
set <= 10;
end
if (keys[2]==1)      
begin
number <= 'd50;
set <= 10;
end
if (keys[3]==1)      
begin
number <= 'd51;
set <= 10;
end
if (keys[4]==1)      
begin
number <= 'd52;
set <= 10;
end
if (keys[5]==1)      
begin
number <= 'd53;
set <= 10;
end
if (keys[6]==1)      
begin
number <= 'd54;
set <= 10;
end
if (keys[7]==1)      
begin
number <= 'd55;
set <= 10;
end
if (keys[8]==1)      
begin
number <= 'd56;
set <= 10;
end
if (keys[9]==1)      
begin
number <= 'd57;
set <= 10;
end
if (keys[10]==1)      
begin
number <= 'd43;
set <= 20;
end
if (keys[11]==1)      
begin 
number <= 'd45;
set <= 21;
end
if (keys[12]==1)      
begin
set <= 60;
end
if (keys[13]==1)     
begin
number <= 'd42;
set <= 22;
end
if (keys[14]==1)      
begin
number <= 'd61;
set <= 26;
end
if (keys[15]==1)     
begin
number <= 'd47;
set <= 23;
end
end
10:
begin
if (keys == 0)
begin
if ((add == 0) || (sub == 0))               
begin
if (value == 0)
begin
set <=50;
data1 [3:0] <= number [3:0];
data1_ [3:0] <= number [3:0];
data1 [7:4] <= 4'b0000;
data1_ [7:4] <= 4'b0000;
value <= value + 1;
end
if (value == 1)
begin
set <=50;
data1 [7:0] <= (data1_ * 4'b1010) + {4'b0000, number [3:0]};
value <= 3;
end
if (value == 3)
set <=0;
end
if ((add == 1) || (sub == 1))                
begin
if (value == 0)
begin
set <=50;
data2 [3:0] <= number [3:0];
data2_ [3:0] <= number [3:0];
data2 [7:4] <= 4'b0000;
data2_ [7:4] <= 4'b0000;
value <= value + 1;
end
if (value == 1)
begin
set <=50;
data2 [7:0] <= (data2_ * 4'b1010) + {4'b0000, number [3:0]};
value <= 3;
end
if (value == 3)
set <=0;
end
end
end
20:
begin
if (keys == 0)
begin
value <= 0;
add <= 1;
sub <= 0;
multi <= 0;
div <= 0;
set <= 50;
funct <= 0;
end
end
21:
begin
if (keys == 0)
begin
value <= 0;
add <= 0;
sub <= 1;
multi <= 0;
div <= 0;
set <= 50;
funct <= 0;
end
end
22:
begin
if (keys == 0)
begin
value <= 0;
sub <= 0;
add <= 0;
multi <= 1;
div <= 0;
set <= 50;
funct <= 0;
end
end
23:
begin
if (keys == 0)
begin
value <= 0;
sub <= 0;
add <= 0;
multi <= 0;
div <= 1;
set <= 50;
funct <= 0;
end
end
26:
begin
if (keys == 0)
begin
data_lcd [7:0] <= 'd61;
set <= 28;
end
end
28:
begin
send_lcd <= 1;
set <= 30;
end
30:
begin
send_lcd <= 0;
set <=32;
end
32:
begin
if (add == 1)
begin
data_to_bcd [7:0] <= data1 [7:0] + data2 [7:0];
set <= 34;
end
else if (sub == 1)
begin
data_to_bcd [7:0] <= data1 [7:0] + (~data2 [7:0] + 1);
set <= 34;
end 
else if (multi == 1)
begin
data_to_bcd [7:0] <= data1 [7:0] * data2 [7:0];
set <= 34;
end
else if (div == 1)
begin
data_to_bcd [7:0] <= data1 [7:0] / data2 [7:0];
end
end
34:
begin
start_bcd <= 1;
set <= 35;
end
35:
begin
start_bcd <= 0;
set <= 36;
end
36:
begin
if (bcd_done)
begin
data2 [3:0] <= data_bcd [3:0];
data1 [3:0] <= data_bcd [7:4];
data1 [7:4] <= 4'b0011;
data2 [7:4] <= 4'b0011;
set <= 37;
end
end
37:
begin
data_lcd [7:0] <= data1 [7:0];
set <= 38;
end
38:
begin
send_lcd <= 1;
set <= 39;
end
39:
begin
send_lcd <= 0;
set <=40;
end
40:
begin
data_lcd [7:0] <= data2 [7:0];
set <= 41;
end
41:
begin
send_lcd <= 1;
set <= 42;
end
42:
begin
send_lcd <= 0;
set <=43;
end
43: 
begin
 number [7:0] <= 8'b00000000; 
 data1 [7:0] <= 8'b00000000;
 data2 [7:0] <= 8'b00000000;
 i [3:0] <= 4'b0000;
 value [2:0] <= 3'b000;
 add [2:0] <= 3'b000;
 data1_ [7:0] <= 8'b00000000;
 data2_ [7:0] <= 8'b00000000;
 funct [2:0] <= 3'b000;
 data_lcd [7:0] <=  8'b00000000;
 send_lcd <= 0;
 data_to_bcd [7:0] <= 8'b00000000;
 start_bcd <= 0;
 set <=0;
end
50:
begin
data_lcd [7:0] <= number [7:0];
set <= 52;
end
52:
begin
send_lcd <= 1;
set <= 54;
end
54:
begin
send_lcd <= 0;
set <=0;
end
60:
begin
if (keys == 0)
begin
if (i==0)
data_lcd [7:0] <= 'h1b;
if(i==1)
data_lcd [7:0] <= 'h5b;
if(i==2)
data_lcd [7:0] <= 'h6a;
set <= 62;
end
end
62:
begin
send_lcd <= 1;
set <= 64;
end
64:
begin
send_lcd <= 0;
if (i ==2)
begin 
 number [7:0] <= 8'b00000000; 
 data1 [7:0] <= 8'b00000000;
 data2 [7:0] <= 8'b00000000;
 i [3:0] <= 4'b0000;
 value [2:0] <= 3'b000;
 add [2:0] <= 3'b000;
 data1_ [7:0] <= 8'b00000000;
 data2_ [7:0] <= 8'b00000000;
 funct [2:0] <= 3'b000;
 data_lcd [7:0] <=  8'b00000000;
 send_lcd <= 0;
 data_to_bcd [7:0] <= 8'b00000000;
 start_bcd <= 0;
 set <=0;
end
else
begin
i<=i+1;
set <= 60;
end
end
endcase
end
end 
end
endmodule
--- constraint.sdc ---
current_design kalkulator

set clk_period 15.2
set clk_io_pct 0.2

create_clock -name clk0 -period $clk_period [get_ports {clk}]

set non_clock_inputs [all_inputs -no_clocks]
set_input_delay [expr $clk_period * $clk_io_pct] -clock clk0 $non_clock_inputs
set_output_delay [expr $clk_period * $clk_io_pct] -clock clk0 [all_outputs]
--- config.mk ---
export PLATFORM = sky130hd
export DESIGN_NAME = kalkulator
export DESIGN_NICKNAME = kalkulator
export VERILOG_FILES = /design/flow/design.v
export SDC_FILE = /design/flow/constraint.sdc
export NUM_CORES = 4
export LEC_CHECK = 1
export CORE_UTILIZATION = 30
==> out/summary.txt <==
status: complete, no violations
WP buf/inv: 3
number of setup violations in the final report: 0
vias per cell: 5.28
Layout Cells excl Fill: 1,320
Clock Tree Buf Depth: 2
Placer Congestion: 0.912
largest net degree at the start of global routing: 35
H-tree depth: 3
max-slew violations: 0
R2R cell count: 50
Total Wirelength: 21,600 um
mean routed wirelength per cell: 16.4 um
reg2reg setup slack: 2.93 ns
CTS Hold Bufs: 0
DP HPWL: 16,400 um
Rel. slew slack: 40.1%
Starting DRT DRC Count: 496
post-route ant nets: 0
ant diodes: 0
layout cells sized above 1: 8.18%
synthesized cell area: 7700 um^2
yosys stat chip area: 7700 um^2
total track usage: 17.0%
CP Depth: 50
CP arrival: 12.51 ns
io pins: 49
area grow syn2layout: 13.0%
period utilisation layout: 80.8%
WP data required: 15.43 ns
root buf cell: clkbuf_16
Worst-Margin Slew: 0.890 ns
Largest stage delay, worst path: 0.69 ns
clock slew at reported path FFs: 0.06 ns
Post-synth EDFFs: 0
Critical Path Sink: data_to_bcd[0]
Final min period: 12.27 ns
cells in synth_stat.txt: 968
DRC: 0
RR Startpoint: data2[0]
Top Family by Delay on Critical Path: AND-OR/OR-AND gates
Critical Path Start: data2[0]
row count: 58
fp_density: 30.6%
Critical-path top delay cell: dfxtp_1
Worst Skew: 0.0101 ns
Worst Setup End Kind: register
Overflow after GRT: 0
R2R Path End: data_to_bcd[0]
Yosys warnings: 1
Final Hold Viols: 0
vias in the first global route: 6,440
CTS tree: built
prevailing post-synth register cell: dfxtp_1
highest net fanout along the worst path: 11
drt first pass iters: 4
clock sink count: 67
#FFs+latches synth: 67
CP dominant cell by count: ha_1
core region area: 25,200 um^2
die span in y: 162 um
vias: 6,971
commonest cells in the netlist: nor2_1, ha_1, nand2_1
crit path kind: reg -> reg
Startpoint Class: register
biggest area cells: dfxtp_1, ha_1, nor2_1, fa_1, a21oi_1
Cell Type Count: 91
die area: 26,300 um^2
maxcap violations: 0
worst hold path class: reg -> reg
post-synthesis cell count: 968
placed cell count: 1,304
first-pass GRT wire length: 34,900 um
RSZ-0062 raised after global routing: no
Num CTS Buffers: 9
cell taking the most area after synthesis: dfxtp_1
Setup TNS: 0 ns
Tool Warnings: 42
Max-area cell share: 17.4%
I/O Buffers: 44
Synth Seq Share: 17.4%
FMAX: 81.5 MHz
synthesized area per cell: 7.96 um^2
# Post-CTS Setup Buffers: 0
antenna violations before repair: 0
worst skew pair latency: 0.35 ns
Chip Width: 162 um
FFs w/ async S/R, synth: 0%
top-count cell post-synth: nor2_1
CTS resizes: 0
## registers in the layout, indices dropped and copies added (netlist names), 3 cells and up
| name | flops |
|---|---|
| data1 | 8 |
| data1_ | 4 |
| data2 | 8 |
| data2_ | 4 |
| data_lcd | 8 |
| data_to_bcd | 8 |
| i | 4 |
| number | 6 |
| set | 8 |
| value | 3 |
## routing by layer
layer	wire length, um	track usage [%]	up-vias	part of all wire, %
met4	292	2.19	0	1.4
met3	864	1.85	19	4.0
met2	9860	27.2	181	46
met5	0	0	-	0
li1	-	-	3543	-
met1	10600	25.4	3228	49
## kinds of logic after synthesis
logic type | count (synthesis) | synth area share (%)
AOI/OAI and AO/OA | 261 | 23.9
adders and majority gates | 105 | 18.8
muxes | 35 | 4.81
and+or+nand+nor | 344 | 23.4
DFF | 67 | 17.4
buffers and inverters | 112 | 6.22
xor gates and xnor gates | 44 | 5.36
## cell usage in the layout (no fill, tap or decap), types with 7 or more instances in the layout
cell,netlist,final
nor2_1,105,105
ha_1,87,87
nand2_1,74,74
a21oi_1,71,71
dfxtp_1,67,67
inv_1,59,59
o21ai_0,45,45
clkdlybuf4s50_1,0,44
nor3_1,32,32
xnor2_1,26,26
mux2i_1,24,24
nand3_1,18,18
fa_1,18,18
o21a_1,17,17
and2_1,16,16
xor2_1,16,16
a211oi_1,16,16
a21o_1,14,14
a31oi_1,13,13
nor2b_1,13,13
buf_4,0,12
nand2b_1,11,11
o211ai_1,10,10
mux2_2,9,9
nor4_1,9,9
clkbuf_16,0,9
a22oi_1,8,8
nor3b_1,7,7
## worst min path at each step
stage / startpoint / depth (start not counted) / endpoint / slack, ns
CTS: number[5] / 2 / number[5] / 0.46
global route: number[5] / 2 / number[5] / 0.48
finish: number[5] / 2 / number[5] / 0.46
## final cells by class
class,instances,area (um^2)
Timing Repair Buffer,56,531
Inverter,62,233
Multi-Input combinational cell,789,5890
Clock buffer,9,225
Tap cell,330,413
Fill cell,2593,16500
Clock inverter,7,75.1
Sequential cell,67,1340
## worst register-to-register path: cells and delay by family (launching register included)
| kind | cells | cell delay [ns] |
|---|---|---|
| multiplexers | 4 | 1.49 |
| flip-flops | 1 | 0.69 |
| buffers and inverters | 3 | 0.68 |
| AND-OR/OR-AND | 27 | 5.30 |
| adder cells (fa/ha/maj) | 8 | 2.52 |
| AND/OR/NAND/NOR | 8 | 1.45 |
## per-stage QoR
stage | instance area [um^2] | hold WS, ns | setup slack, ns | utilization, %
floorplan | 7700 | 0.401 | 4.34 | -
detailed placement | 8400 | 0.455 | 2.99 | 33.4
finish | 8700 | 0.465 | 2.93 | 34.6
global placement | 8400 | 0.452 | 3.07 | 33.4
global route | 8700 | 0.480 | 1.91 | 34.6
CTS | 8700 | 0.464 | 2.95 | 34.6
